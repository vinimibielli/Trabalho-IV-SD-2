**flow/run.sh**
```bash
#!/bin/bash
# OpenROAD 26Q1-2900-gdf79404cd8, Yosys 0.63+post, stock flow scripts
make -C /OpenROAD-flow-scripts/flow DESIGN_CONFIG=/design/flow/config.mk WORK_HOME=/design/flow/orfs finish
```
**flow/config.mk**
```make
export PLATFORM = sky130hd
export DESIGN_NAME = top
export DESIGN_NICKNAME = top
export VERILOG_FILES = /design/flow/design.v
export SDC_FILE = /design/flow/constraint.sdc
export NUM_CORES = 4
export LEC_CHECK = 1
export CORE_UTILIZATION = 30
```
**flow/constraint.sdc**
```tcl
current_design top

set clk_period 13.4
set clk_io_pct 0.2

create_clock -name clk0 -period $clk_period [get_ports {clock}]

set non_clock_inputs [all_inputs -no_clocks]
set_input_delay [expr $clk_period * $clk_io_pct] -clock clk0 $non_clock_inputs
set_output_delay [expr $clk_period * $clk_io_pct] -clock clk0 [all_outputs]
```
**flow/design.v**
```verilog
module top(
    input start, op, reset, clock,
    input [31:0] data_a, data_b,
    output busy, ready,
    output [31:0] data_o
);
reg [1:0] EA;
reg [2:0] count;
reg [23:0] mantissa_a, mantissa_b;
reg [47:0] mantissa_soma;
reg [8:0] expoente_a, expoente_b;
reg sinal_o;
reg [8:0] expoente_o;
reg [22:0] mantissa_o;
wire [23:0] mantissa_b_inv;
wire[8:0] expoente_calculo;
wire complemento;
reg erro;
reg [6:0] virgula;
reg soma;
wire loop;
wire loop1;
wire loop2;
reg [4:0] loopcount;
reg A;
always @(posedge clock or posedge reset)
begin
    if(reset == 1'b1)
    begin
        EA <= 2'd0;
    end
    else
    begin
        case(EA)
            2'd0 : begin
                if(start == 1'b1)
                begin
                    EA <= 2'd1;
                end
            end
            2'd1 : begin
                if(count == 3'd7)
                begin
                    EA <= 2'd2;
                end
            end
            2'd2 : begin
                if(ready == 1'b1)
                begin
                    EA <= 2'd0;
                end
            end
        endcase   
    end
end
always @(posedge clock)
begin
    if((EA == 'd0 || EA == 2'd2 || start == 1'b1) && EA != 2'd1)
    begin
        count = 3'd0;
    end
    else
    begin
        if(loop == 1'b1)
        begin
            count <= count;
        end
        else
        begin
        count <= count + 1'd1;
        end
    end
end
always @(posedge clock)
begin
    if(loop == 1'b0)
    begin
        if(EA == 2'd1)
        begin
            loopcount <= loopcount;
        end
        else
        begin
        loopcount = 3'd0;
        end
    end
    else
    begin
        loopcount <= loopcount + 1'd1;
    end
end
always @(posedge clock or posedge reset)
begin
    if(reset == 1'b1)
    begin
        mantissa_a <= 23'd0;
        mantissa_b <= 23'd0;
        mantissa_o <= 23'd0;
        expoente_a <= 8'd0;
        expoente_b <= 8'd0;
        expoente_o <= 8'd0;
        A <= 1'b0;
        soma <= 1'b0;
    end
    else
    begin
        case(count)
        3'd0 : begin  
            expoente_a <= data_a[30:23];
            expoente_b <= data_b[30:23];
            virgula <= 7'd22;
            erro <= 1'b0;
            mantissa_soma <= 48'd0;
            mantissa_a <= {1'b1, data_a[22:0]};
            mantissa_b <= {1'b1, data_b[22:0]};
            soma <= 1'b0;
            erro <= 1'b0;
        end
        3'd1 : begin  
            if(expoente_calculo > 9'd23)
            begin
                if(expoente_a > expoente_b)
                begin
                    mantissa_soma <= {1'b0, mantissa_a, 23'd0};
                    expoente_o <= expoente_b;
                    A <= 1'b1;
                end
                else
                begin
                    mantissa_soma <= {1'b0, mantissa_b, 23'd0};
                    expoente_o <= expoente_a;
                end
            end
            else if(expoente_calculo <= 9'd23 && expoente_calculo != 9'd0)
            begin
                if(expoente_a > expoente_b)
                begin
                    mantissa_soma <= mantissa_a << expoente_calculo;
                    expoente_o <= expoente_b;
                    A <= 1'b1;
                end
                else
                begin
                    mantissa_soma <= mantissa_b << expoente_calculo;
                    expoente_o <= expoente_a;
                end
            end
            else
            begin
                expoente_o <= expoente_a;
                mantissa_soma <= mantissa_a;
                A <= 1'b1;
            end
        end
        3'd2 : begin  
            if(data_a[31] == 1'b1)
            begin
                if(A == 1'b1)
                begin
                    mantissa_soma <= ~mantissa_soma + 1'b1;
                end
                else
                begin
                    mantissa_a <= ~mantissa_a + 1'b1;
                end
            end
            if(data_b[31] == 1'b1)
            begin
                if(A == 1'b0)
                begin
                    mantissa_soma <= ~mantissa_soma + 1'b1;
                end
                else
                begin
                    mantissa_b <= ~mantissa_b + 1'b1;
                end
            end
        end
        3'd3 : begin  
        if(expoente_a > expoente_b && expoente_calculo < 8'd23)
        begin
            erro <= mantissa_b[expoente_calculo];
        end
        else if (expoente_calculo < 8'd23)
        begin
            erro <= mantissa_a[expoente_calculo];
        end
                if(op == 1'b0)
                begin
                    if(data_b == 1'b1)
                    begin
                        mantissa_soma[47:24] <= mantissa_soma[47:24] + 24'hFFFFFF;
                        mantissa_soma[23:0] <= mantissa_soma[23:0] + mantissa_b;
                    end
                    else
                    begin
                    mantissa_soma <= mantissa_soma + mantissa_b;
                    end
                end
                else
                begin
                if(data_b == 1'b1)
                    begin
                        mantissa_soma[47:24] <= mantissa_soma[47:24] - 24'hFFFFFF;
                        mantissa_soma[23:0] <= mantissa_soma[23:0] - mantissa_b;
                    end
                    else
                    begin
                    mantissa_soma <= mantissa_soma - mantissa_b;
                    end 
                end
        end
        3'd4 : begin  
        if(mantissa_soma[47] == 1'b1)
        begin
            sinal_o <= 1'b1;
            mantissa_soma <= ~mantissa_soma + 1'b1;
        end
        else
        begin
            sinal_o <= 1'b0;
        end
        end
        3'd5 : begin  
        if(|mantissa_soma[46:24] == 1'b1)
            begin
                soma <= 1'b1;
                mantissa_soma <= mantissa_soma >> 1'b1;
            end
        else
        begin
            if(|mantissa_soma[22:0] == 1'b1)
            begin
                mantissa_soma <= mantissa_soma << 1'b1;
            end
        end
        end
        3'd6 : begin  
        if(soma == 1'b1)
        begin
            expoente_o <= expoente_o + loopcount;
        end
        else
        begin
            expoente_o <= expoente_o - loopcount;
        end
        end
        3'd7 : begin  
        mantissa_o <= mantissa_soma[22:0];
        end
        endcase
    end
end
assign expoente_calculo = (expoente_a > expoente_b) ? expoente_a - expoente_b : (expoente_b > expoente_a) ? expoente_b - expoente_a : 8'd0;
assign data_o[31] = (EA == 2'd2) ? sinal_o : 1'b0;
assign data_o[30:23] = (EA == 2'd2) ? expoente_o[7:0] : 8'd0;
assign data_o[22:0] = (EA == 2'd2 && complemento == 1'b1) ? mantissa_o - erro : (EA == 2'd2 && complemento == 1'b0) ? mantissa_o + erro : 8'd0;
assign busy = (EA == 2'd1) ? 1'b1 : 1'b0;
assign ready = (EA == 2'd2) ? 1'b1 : 1'b0;
assign complemento = ((op == 1'b1 && data_a[31] == data_b[31]) || (op == 1'b0 && data_a[31] != data_b[31])) ? 1'b1 : 1'b0;
assign mantissa_b_inv = ~mantissa_b + 1'b1;
assign loop1 = (count == 3'd5 && (|mantissa_soma[46:24] == 1'b1)) ? 1'b1 : 1'b0;
assign loop2 = (count == 3'd5 && (|mantissa_soma[22:0] == 1'b1) && loop1 == 1'b0 && mantissa_soma[23] != 1'b1) ? 1'b1 : 1'b0;
assign loop = (loop1 || loop2 == 1'b1) ? 1'b1 : 1'b0;
endmodule
```
==> flow_summary.yaml <==
# yosys + openroad results
critical_path:
  crit_type: "input port to primary output"
  critPathRequiredTime_ps: 10720
  critPathCaptureType: "primary output"
  worstPathMaxFanout: 8
  critPathArrivalTime_ps: 6200
  critPathLaunchType: "input port"
floorplanning:
  chipArea_um2: 63260
  die_w_um: 251.5
  die_y_um: 251.5
  fp_util: 0.3032
  core_area_um2: 61600
  rows: 91
  ios: 102
cts:
  cts_sinks: 158
  clockBufferDepth: 2
  htree_levels: 4
  clock_latency_ps: 490
  clkTransAtPathRegs_ps: 60
  cts_buffers: 17
  cts_resized: 0
  clockRootBuffer: "clkbuf_16"
  post_cts.repair.setup_buffers: 0
  ctsHoldBuffers: 0
  tritoncts: "yes"
timing:
  period_needed_ps: 8884
  clock_skew_ps: 11.51
  final.setup.tns_ps: 0
  min_period_over_period: 0.6630
  setup_viol: 0
  grt_setup_unrepaired: "false"
  hold_violations: 0
  fmax_ghz: 0.1126
  drv_slew: 0
  maxSlewHeadroom: 0.4178
  worstMarginPinSlew_ps: 866.7
synth:
  area_leaders: "dfrtp_1, mux2i_1, edfxtp_1, ha_1, a21oi_1"
  synth_area_per_cell_um2: 7.541
  ys_cells: 2477
  synth_warnings: 1
  ys_area_um2: 18680
  ff_type: "dfrtp_1"
  syn_area_um2: 18680
  ys_types: 83
  synth_area_leader_cell: "dfrtp_1"
  edf_count: 55
  ys_async_sr_fraction: 0.6329
  ys.flops: 158
  ys_seq_frac: 0.2257
  netlist_instances: 2477
  synth_top_area_share: 0.1326
routing:
  ant_nets: 0
  dr.pass1.iters: 6
  routed_wl_um: 77670
  dr_total_vias: 19810
  drt-initial-drc-count: 2338
  viasPerCell: 5.990
  wl_per_cell_um: 23.49
  drc: 0
grt:
  grt_max_degree: 59
  grt_pass1_vias: 18330
  grt_use_total: 0.2482
  grt_pass1_wl_um: 116700
  antenna_found_initial: 2
  grt-ovfl-total: 0
finish:
  fillCellCount: 6428
  instances_no_fill: 3307
  area_growth_syn_to_layout_pct: 12.35
  drive_gt1_frac: 0.06197
  postLayoutCoreUtil: 0.3407
worst_hold_path:
  hold_class: "flop to flop"
placed_design:
  gp_congestion: 1.091
  io_buffers: 101
  dp_cells: 3274
  dp_hpwl_um: 58590
run:
  cap_violations: 0
  warnings: 64
outcome:
  status: "complete, no violations"
sequential cells by signal, summed over array words and instances, names as in the netlist:
| name | cells |
|---|---|
| mantissa_o | 23 |
| A | 1 |
| EA | 3 |
| loopcount | 5 |
| expoente_a | 8 |
| expoente_o | 8 |
| soma | 1 |
| mantissa_soma | 48 |
| sinal_o | 1 |
| mantissa_b | 24 |
| mantissa_a | 24 |
| count | 3 |
| expoente_b | 8 |
| erro | 1 |
critical path, stage by stage:
cell and delay, ps:
clkdlybuf4s50_1 530, xnor2_1 490, xnor2_1 310, or3b_2 600, or4_1 570, nor3_1 160, a31o_2 130, xor2_1 140
and2_1 130, clkdlybuf4s50_1 440
final cells by class:
type / count / area (um^2) / area share
clock buffers: 25 / 518.0 / 0.02469
repair buffers: 156 / 1419 / 0.06762
clock inverters: 7 / 73.82 / 0.003518
multi-input cells: 2005 / 13260 / 0.6320
diodes: 1 / 2.502 / 0.0001193
inverters: 118 / 445.4 / 0.02123
well taps: 837 / 1047 / 0.04991
flip-flops and latches: 158 / 4215 / 0.2009
cell families after synthesis:
group	Yosys count	synth area share
AND-OR/OR-AND	804	0.2795
XOR/XNOR	88	0.04126
adder cells (fa/ha/maj)	94	0.06498
buffers and inverters	314	0.06625
flip-flops	158	0.2257
multiplexers	201	0.1127
AND/OR/NAND/NOR	818	0.2096
Yosys cell counts (all sizes together), types with 39 or more instances:
| cell type | n |
|---|---|
| nand2 | 226 |
| a21oi | 209 |
| nor2 | 206 |
| o21ai | 206 |
| mux2i | 166 |
| clkbuf | 160 |
| inv | 118 |
| nor3 | 104 |
| dfrtp | 99 |
| ha | 89 |
| nand3 | 62 |
| edfxtp | 55 |
| xnor2 | 54 |
| and2 | 42 |
| a31oi | 41 |
| a211oi | 39 |
metrics by stage:
stage | setup slack, ps | hold WS (ps) | instance area, um^2
floorplan | 5861 | 476.2 | 18680
global placement | 4518 | 521.0 | 20390
detailed placement | 4479 | 536.1 | 20390
CTS | 4483 | 543.9 | 20980
global route | 4351 | 570.1 | 20980
finish | 4516 | 531.6 | 20980
cell usage in the layout (no fill, tap or decap), types with 21 or more instances in the layout:
cell type        instances
nand2_1                224
a21oi_1                203
nor2_1                 200
o21ai_0                199
mux2i_1                166
inv_1                  117
nor3_1                 104
clkdlybuf4s50_1        100
dfrtp_1                 99
ha_1                    89
nand3_1                 62
edfxtp_1                55
buf_4                   55
xnor2_1                 54
and2_1                  42
a31oi_1                 41
a211oi_1                39
or3_1                   34
xor2_1                  34
nor4_1                  32
mux2_2                  30
a221oi_1                30
a221o_1                 29
a21o_1                  28
o31ai_1                 26
o22ai_1                 24
and3_1                  24
nand2b_1                21
o221ai_1                21
final timing paths:
check | cells after the start | end | startpoint | slack (ps)
max | 10 | data_o[17] | data_a[31] | 4520
max reg2reg | 17 | mantissa_soma[15] | expoente_a[2] | 7490
min in group asynchronous | 2 | mantissa_o[3] | reset | 2540
min | 2 | expoente_o[3] | expoente_o[3] | 530
max in group asynchronous | 4 | mantissa_b[5] | reset | 9400
min reg2reg | 2 | expoente_o[3] | expoente_o[3] | 530
metal layers:
metal | global-route usage | part of all wire
met5 | 0 | 0.00036
met4 | 0.1075 | 0.055
met3 | 0.07350 | 0.10
met2 | 0.3619 | 0.42
met1 | 0.3442 | 0.42
